File: ./design.v
`timescale 1ns / 1ps
module game_objects( vid_on, pixl_x, pixl_y,
						  rgb);
		input vid_on;
		input [9:0] pixl_x, pixl_y;
		output reg [11:0] rgb;
	parameter 	leftwall = 32,
					rightwall = 35; 
	wire wall_on;
	wire [11:0] wall_rgb;
	parameter 	leftpaddle = 600,
					rightpaddle = 603,
					top_pad = 204,
					bot_pad = 276;
	wire 			pad_on;
	wire[11:0] 	pad_rgb;	 
	parameter 	left_ball = 580,
					right_ball = 588,
					top_ball = 238,
					bot_ball = 246;
	wire 			ball_on;
	wire [11:0] ball_rgb;
	assign wall_on = (leftwall <= pixl_x) && (pixl_x <= rightwall);
	assign wall_rgb = 12'h00F;  
	assign pad_on = (leftpaddle <= pixl_x) && (pixl_x <= rightpaddle) &&
						 (top_pad <= pixl_y) && (pixl_y <= bot_pad);
	assign pad_rgb = 12'h0F0;  
	assign ball_on = (left_ball <= pixl_x) && (pixl_x <= right_ball) &&
						  (top_ball <= pixl_y) && (pixl_y <= bot_ball);
	assign ball_rgb = 12'hF00;  
	always @(*)
		if (~vid_on) rgb = 12'hFFF;  
		else if (wall_on) rgb = wall_rgb;
		else if (pad_on) rgb = pad_rgb;
		else if (ball_on) rgb = ball_rgb;
		else rgb = 12'h000 ;
endmodule
`timescale 1ns / 1ps
module static_game(clock ,reset, hsync, vsync, rgb);
	input clock, reset;
	output hsync, vsync;
	output [11:0] rgb;
	wire [9:0] pix_x, pix_y;
	wire on_vid;
	reg [11:0] ps_rgb;
   wire [11:0]	ns_rgb;
	vga_sync SYNC (.clk(clock), .reset(reset),
						.hsync(hsync), .vsync(vsync),
						.pixel_x(pix_x), .pixel_y(pix_y),
						.video_on(on_vid));
	game_objects OBJECTS(.vid_on(on_vid), 
								.pixl_x(pix_x), .pixl_y(pix_y),
								.rgb(ns_rgb));
	always @(posedge clock, posedge reset)
		if (reset) ps_rgb <= 12'hFFF;
		else ps_rgb <= ns_rgb;
	 assign rgb = ps_rgb;
endmodule
`timescale 1ns / 1ps
module vga_sync(clk, reset,
					 hsync, vsync
					, pixel_x, pixel_y, video_on
					 );
	input clk, reset;
	output reg  [9:0] pixel_x, pixel_y;
	output hsync, vsync, video_on;
	wire v_scan_on, h_scan_on;	
	reg [1:0] count;
	reg [1:0] n_count;
	wire tick;
	assign tick = (count == 3) ? 1'b1: 1'b0;  
	always @ (posedge clk, posedge reset)  
		if(reset) count <= 2'b0; 
		else 	    count <= n_count;
	always @(*)
		n_count = (tick) ? 2'b0: count + 2'b1;  
	reg [9:0] H_count, nH_count;
	reg [9:0] V_count, nV_count;
	reg H_sync, V_sync;
	wire nV_sync, nH_sync;
	reg [11:0] RGB;
	wire v_end, h_end, high_signal;
	always @(posedge clk, posedge reset)
		if(reset) begin
			 H_count <= 0;
			 V_count <= 0;
			 H_sync <= 0;
			 V_sync <= 0;
		end
	else
		begin
			 H_count <= nH_count;
			 V_count <= nV_count;
			 H_sync  <= nH_sync;
			 V_sync  <= nV_sync;
		end
	assign high_signal = tick;
	assign h_end = (H_count == 799) ? 1'd1: 1'd0;
	assign v_end = (V_count == 524) ? 1'd1: 1'd0;
	always @ (*)
		if(high_signal)  
			if (h_end) nH_count = 1'b0;
				else 	  nH_count = H_count + 1'b1;
		else 
			nH_count = H_count;
	always @ (*) 
		if(h_end & high_signal)  
			if (v_end) nV_count = 1'b0;
				else    nV_count = V_count + 1'b1;
		else
			nV_count = V_count;
	assign nH_sync = (H_count >= 656 && 
							H_count <= 751); 
	assign nV_sync = (V_count >= 490 && 
							V_count <= 491);
	always @(posedge clk, posedge reset)
		if (reset) begin 
			pixel_x <= 10'b0;
			pixel_y <= 10'b0;
			end
		else begin
		pixel_x <= H_count;
		pixel_y <= V_count; 
		end
	assign h_scan_on = (0<= pixel_x &&  pixel_x < 640);
	assign v_scan_on = (0<= pixel_y &&  pixel_y < 480);
	assign video_on = h_scan_on && v_scan_on;
	assign hsync   = ~H_sync;
	assign vsync   = ~V_sync; 
endmodule
File: ./run.sh
#!/bin/bash
# OpenROAD 26Q1-2900-gdf79404cd8, Yosys 0.63+post, stock flow scripts
make -C /OpenROAD-flow-scripts/flow DESIGN_CONFIG=/design/flow/config.mk WORK_HOME=/design/flow/orfs finish
File: ./config.mk
export PLATFORM = sky130hd
export DESIGN_NAME = static_game
export DESIGN_NICKNAME = static_game
export VERILOG_FILES = /design/flow/design.v
export SDC_FILE = /design/flow/constraint.sdc
export NUM_CORES = 4
export LEC_CHECK = 1
export CORE_UTILIZATION = 30
File: ./constraint.sdc
current_design static_game

set clk_period 3.5
set clk_io_pct 0.2

create_clock -name clk0 -period $clk_period [get_ports {clock}]

set non_clock_inputs [all_inputs -no_clocks]
set_input_delay [expr $clk_period * $clk_io_pct] -clock clk0 $non_clock_inputs
set_output_delay [expr $clk_period * $clk_io_pct] -clock clk0 [all_outputs]
==> node_exporter_impl.prom <==
# HELP chip_impl_metric Flow report values
# TYPE chip_impl_metric gauge
chip_impl_info{name="layout.cells.most_common_list",value="dfrtp_1 (44), clkdlybuf4s50_1 (15), o21ai_0 (13), nand2_1 (11), nand3_1 (11)"} 1
chip_impl_metric{name="final_power",unit="uW"} 873
chip_impl_metric{name="power.switching",unit="uW"} 190
chip_impl_metric{name="critPathRequiredTime",unit="ps"} 2800
chip_impl_metric{name="maxClockFrequency",unit="MHz"} 497
chip_impl_info{name="final_layout_top_logic_cell",value="dfrtp_1"} 1
chip_impl_info{name="critical_path.endpoint_type",value="output pin"} 1
chip_impl_metric{name="synth-edff-count",unit=""} 0
chip_impl_metric{name="pwr_density_cell",unit="mW/mm^2"} 384
chip_impl_metric{name="max-vdd-ir-drop",unit="V"} 0.000136
chip_impl_metric{name="maxCapViolations",unit=""} 0
chip_impl_info{name="holdCritPathClass",value="reg2reg"} 1
chip_impl_metric{name="netlist_instances",unit=""} 179
chip_impl_metric{name="gp_congestion",unit=""} 0.854
chip_impl_metric{name="share_seq_of_total_power",unit=""} 0.621
chip_impl_info{name="outcome",value="completed"} 1
chip_impl_metric{name="netlist_area",unit="sq mm"} 0.00201
chip_impl_metric{name="power.static_leakage",unit="nW"} 0.964
chip_impl_metric{name="final_tns_setup",unit="ps"} 0
chip_impl_metric{name="ys_ff",unit=""} 47
chip_impl_metric{name="timing.final.hold_violations",unit=""} 0
chip_impl_metric{name="drtPass1Iterations",unit=""} 22
chip_impl_metric{name="clock-sinks",unit=""} 47
chip_impl_metric{name="dp_hpwl",unit="mm"} 2.40
chip_impl_metric{name="antennaDiodeCount",unit=""} 0
chip_impl_metric{name="postSynthAreaPerCell",unit="sq um"} 11.2
chip_impl_metric{name="maximum_number_of_pins_on_one_net_before_global_route_repair",unit=""} 31
chip_impl_metric{name="cts_setup_buffers",unit=""} 0
chip_impl_metric{name="cts_inserted_buffers",unit=""} 5
chip_impl_info{name="critical_path_start_end_classification",value="reg2out"} 1
chip_impl_metric{name="grt_remaining_overflow",unit=""} 0
chip_impl_metric{name="first_iter_violations",unit=""} 73
chip_impl_metric{name="post_route_cells_drive_above_1_share",unit=""} 0.0885
chip_impl_metric{name="max-slew-margin-rel",unit=""} 0.511
chip_impl_metric{name="cts.reportedPaths.clkPinSlew",unit="ps"} 90
chip_impl_metric{name="die-width",unit="um"} 83.8
chip_impl_metric{name="fp-utilization",unit=""} 0.313
chip_impl_metric{name="routed_wirelength",unit="mm"} 3.31
chip_impl_metric{name="placeableCoreArea",unit="sq mm"} 0.00642
chip_impl_metric{name="cts_htree_levels",unit=""} 2
chip_impl_metric{name="synthArstFlopShare",unit=""} 1.00
chip_impl_info{name="cell_type_with_the_largest_total_area",value="dfrtp_1"} 1
chip_impl_info{name="critPathSlowestCell",value="dfstp_2"} 1
chip_impl_metric{name="wire_length_of_the_first_global_routing_pass",unit="mm"} 6.07
chip_impl_metric{name="reg2reg_slack",unit="ps"} 1530
chip_impl_metric{name="setup_viol",unit=""} 0
chip_impl_metric{name="top_level_ports",unit=""} 16
chip_impl_metric{name="swShare",unit=""} 0.218
chip_impl_metric{name="synth_stat.cells",unit=""} 179
chip_impl_metric{name="fp.dieArea",unit="sq mm"} 0.00703
chip_impl_metric{name="initial_antenna_violation_count",unit=""} 0
chip_impl_metric{name="p_int",unit="uW"} 683
chip_impl_metric{name="post_synth_num_cell_types",unit=""} 41
chip_impl_metric{name="period_used_share",unit=""} 0.575
chip_impl_metric{name="fin_skew",unit="ps"} 5.37
chip_impl_info{name="grt_setup_unrepaired",value="no"} 1
chip_impl_metric{name="share_of_the_synthesized_area_in_the_top_cell_type",unit=""} 0.548
chip_impl_metric{name="fill_cells",unit=""} 627
chip_impl_metric{name="power.combinational.fraction",unit=""} 0.014
chip_impl_info{name="timing.critical_path.cells",value="clkdlybuf4s50_1"} 1
chip_impl_metric{name="drt_drc_violations_left",unit=""} 0
chip_impl_metric{name="min_tclk_post_route",unit="ps"} 2010
chip_impl_metric{name="critical_path_arrival",unit="ps"} 1310
chip_impl_info{name="dominantRegCellSynth",value="dfrtp_1"} 1
chip_impl_metric{name="areaGrowthSynthToFinish",unit="%"} 13.2
chip_impl_info{name="area_leaders",value="dfrtp_1 (55%), dfstp_2 (3.9%), ha_1 (3.7%)"} 1
chip_impl_metric{name="final_antenna_net_count",unit=""} 0
chip_impl_metric{name="slew_viol_final",unit=""} 0
chip_impl_metric{name="routed_wire_length_per_instance",unit="um"} 12.3
chip_impl_metric{name="synth_seq_share",unit=""} 0.587
chip_impl_metric{name="ctsResizeCount",unit=""} 0
chip_impl_metric{name="regArea",unit="sq mm"} 0.00118
chip_impl_info{name="worst_path_dominant_cell_family",value="flip-flops"} 1
chip_impl_metric{name="routed-via-count",unit=""} 1295
chip_impl_metric{name="grt_pass1_vias",unit=""} 1252
chip_impl_metric{name="yosys_warnings",unit=""} 3
chip_impl_metric{name="openroad.warnings",unit=""} 29
chip_impl_metric{name="vias_per_cell",unit=""} 4.81
chip_impl_metric{name="worst-path-buf-inv",unit=""} 1
chip_impl_metric{name="insertion_delay",unit="ps"} 300
chip_impl_metric{name="grt_use_total",unit=""} 0.110
chip_impl_metric{name="yosysChipArea",unit="sq mm"} 0.00201
chip_impl_metric{name="core.rowCount",unit=""} 29
chip_impl_metric{name="crit_path_max_incr_delay",unit="ps"} 560
chip_impl_metric{name="path_max_fanout",unit=""} 4
chip_impl_info{name="cts.root.buffer_cell",value="clkbuf_8"} 1
chip_impl_info{name="cts_tree",value="built"} 1
chip_impl_metric{name="clk_path_buf_depth",unit=""} 2
chip_impl_info{name="setup.worst_path.start_class",value="flip-flop"} 1
chip_impl_metric{name="comb_area",unit="sq um"} 711
chip_impl_metric{name="port-buffer-count",unit=""} 15
chip_impl_metric{name="clkPwrFrac",unit=""} 0.365
chip_impl_metric{name="timing_worst_slew_pin_value",unit="ps"} 728
chip_impl_metric{name="die-height",unit="um"} 83.8
chip_impl_metric{name="post_cts_hold_buffer_count",unit=""} 0
==> per-stage QoR <==
stage                     instances  hold WS, ps  setup slack [ps]  instance area (sq um)  utilization
after floorplan                 179          399              1660                   2010            -
after global placement          261          412              1590                   2190        0.340
after detailed placement        261          421              1530                   2190        0.340
after CTS                       269          432              1470                   2270        0.354
after global routing            269          462              1340                   2270        0.354
final                           269          429              1490                   2270        0.354
==> cells in the mapped netlist (2+ instances only) <==
cell type	n
ha_1	6
nand4b_1	2
nor4_1	4
nor4b_1	2
buf_2	2
nor2_1	9
nand2b_1	2
inv_1	11
xnor2_1	6
nor3_1	5
nand3_1	11
dfstp_2	3
dfrtp_1	44
nand4_1	8
and3_1	4
xor2_1	5
o21ai_0	13
buf_4	9
nand2_1	11
==> final cells by class <==
cell class | count | area share
clock buffers | 5 | 0.0303
repair buffers | 16 | 0.0693
well taps | 77 | 0.0424
clock inverters | 3 | 0.00880
inverters | 11 | 0.0182
multi-input cells | 110 | 0.312
flip-flops and latches | 47 | 0.519
==> power groups by stage <==
| stage | clock network (mW) | registers [mW] | logic (mW) |
|---|---|---|---|
| after global routing | 0.351 | 0.543 | 0.0147 |
| final | 0.319 | 0.543 | 0.0119 |
| after CTS | 0.330 | 0.543 | 0.0131 |
==> sequential cells by signal, indices dropped and copies added (netlist names) <==
register	cells
SYNC.V_sync	1
SYNC.pixel_y	10
SYNC.H_count	10
SYNC.H_sync	1
SYNC.V_count	10
SYNC.pixel_x	10
ps_rgb	3
SYNC.count	2
==> final timing paths <==
check | depth (start not counted) | startpoint | to
hold reg to reg | 1 | SYNC.count[0] | SYNC.count[0]
setup reg to reg | 5 | SYNC.count[0] | SYNC.V_count[3]
hold / removal | 1 | SYNC.count[0] | SYNC.count[0]
max in group asynchronous | 3 | reset | SYNC.H_count[0]
setup / recovery | 1 | ps_rgb[3] | rgb[2]
min in group asynchronous | 2 | reset | SYNC.V_count[7]
==> cell families (layout without fill, tap and decap cells) <==
logic type      after synthesis  in the layout  synth area share
buf+inv                      22             35            0.0592
compound gates               26             26            0.0828
xor+xnor                     11             11            0.0479
fa+ha+maj                     6              6            0.0374
simple gates                 67             67             0.186
flops                        47             47             0.587
==> metal layers <==
| metal | vias up | part of all wire | track usage |
|---|---|---|---|
| met4 | 0 | 0.020 | 0.0157 |
| met3 | 6 | 0.033 | 0.0201 |
| met2 | 26 | 0.46 | 0.165 |
| li1 | 649 | - | - |
| met5 | - | 0 | 0 |
| met1 | 614 | 0.49 | 0.177 |
Power figures rest on the tool's default switching activity, not on a simulated workload.
