`flow/design.v`:
```
`timescale 1ns / 1ps
module pong_animated(clk, reset, sw, video_on, pixl_x, pixl_y, RGB);
	input  clk, reset, video_on;
	input [1:0] sw; 
	input [9:0] pixl_x, pixl_y;
	output[11:0] RGB; 
	reg   [11:0] RGB;
	parameter velocityP = 10'd4;
	wire restart; 
	wire tick_60Hz; 
	assign tick_60Hz = (pixl_x == 0 ) && (pixl_y == 481);
	parameter top_boundary    = 1,
				 bottom_boundary = 480, 
				 right_boundary  = 640;
	parameter 	leftpaddle = 600,
					rightpaddle = 603;
	wire pad_on; 
	wire [11:0] pad_rgb;
	reg [9:0] paddle_top_reg, n_paddle_top_reg;
	wire [9:0] top_pad, bot_pad; 
	assign top_pad = paddle_top_reg; 
	assign bot_pad = top_pad + 10'd71;
	assign pad_on = (leftpaddle <= pixl_x) && (pixl_x <= rightpaddle) &&
						 (top_pad <= pixl_y)    && (pixl_y <= bot_pad);
	assign pad_rgb = 12'h0F0;  
	always @ (*)
	begin
		n_paddle_top_reg = paddle_top_reg; 
		if(tick_60Hz)
			if (sw[1] & (bot_pad < 480)) 
				n_paddle_top_reg = paddle_top_reg + velocityP;
			else if (sw[0] & (top_pad > 1 )) 
				n_paddle_top_reg = paddle_top_reg - velocityP;
	end
	parameter 	ball_size =  10'd8,
					pos_speed =  1,
					neg_speed = -1; 
	wire 			ball_on;
	wire [11:0] ball_rgb;
	wire [9:0] top_ball, bot_ball;
	wire [9:0] left_ball, right_ball;
	reg  [9:0]  ball_x_reg, ball_y_reg;
	wire [9:0]  n_ball_x_reg, n_ball_y_reg;
	reg [9:0] delta_x,  delta_y; 
	reg [9:0] n_delta_x, n_delta_y; 
	assign top_ball = ball_y_reg; 
	assign bot_ball = top_ball + ball_size - 10'd1;
	assign left_ball = ball_x_reg;
	assign right_ball = left_ball + ball_size - 10'd1; 
	assign ball_on = (top_ball <= pixl_y)  && (pixl_y <= bot_ball) &&
						  (left_ball <= pixl_x) && (pixl_x <= right_ball); 
	assign ball_rgb = 12'hF00;  
	assign n_ball_x_reg = (tick_60Hz) ? (ball_x_reg + delta_x) : ball_x_reg; 
	assign n_ball_y_reg = (tick_60Hz) ? (ball_y_reg + delta_y) : ball_y_reg; 
	always @ (*)  
		begin
			n_delta_x = delta_x;  
			n_delta_y = delta_y; 
			if (top_ball <= 1 )  
				n_delta_y = pos_speed;  
			else if (bot_ball >= 479)  
				n_delta_y = neg_speed;  
			else if (left_ball <= 35)  
				n_delta_x = pos_speed;
			else if ((600 <= right_ball)  && (right_ball <= 603) &&
						(top_pad <= bot_ball) && (top_ball <= bot_pad))
				n_delta_x = neg_speed; 					
		end
	assign restart = (right_ball==639) ? 1'd1 : 1'd0; 
	parameter 	leftwall = 32,
					rightwall = 35; 
	wire wall_on;
	wire [11:0] wall_rgb;
	assign wall_on = (leftwall <= pixl_x) && (pixl_x <= rightwall);
	assign wall_rgb = 12'h00F;  
	always @ ( posedge clk, posedge reset)
		if(reset)
			begin
				paddle_top_reg <= 220;
				ball_x_reg 		<= 36;
				ball_y_reg 		<= 0;
				delta_x 			<= 1;
				delta_y 			<= 1;			
			end 	
	else if (restart)
		 begin
				paddle_top_reg <= n_paddle_top_reg;
				ball_x_reg 		<= 36;
				ball_y_reg 		<= 0;
				delta_x 			<= 1;
				delta_y 			<= 1;			
			end
		else 
			begin
				paddle_top_reg <= n_paddle_top_reg;
				ball_x_reg 		<= n_ball_x_reg;
				ball_y_reg 		<= n_ball_y_reg;
				delta_x 		   <= n_delta_x;
				delta_y    		<= n_delta_y; 
			end 
	always @(*)
	if (~video_on)
		RGB = 12'h000;  
	else 
		if (wall_on)
			RGB = wall_rgb; 
		else if (pad_on)
			RGB = pad_rgb;
		else if (ball_on)
			RGB = ball_rgb; 
		else 
			RGB = 12'h000; 
endmodule
```
`flow/run.sh`:
```
#!/bin/bash
# OpenROAD 26Q1-2900-gdf79404cd8, Yosys 0.63+post, stock flow scripts
make -C /OpenROAD-flow-scripts/flow DESIGN_CONFIG=/design/flow/config.mk WORK_HOME=/design/flow/orfs finish
```
`flow/config.mk`:
```
export PLATFORM = sky130hd
export DESIGN_NAME = pong_animated
export DESIGN_NICKNAME = pong_animated
export VERILOG_FILES = /design/flow/design.v
export SDC_FILE = /design/flow/constraint.sdc
export NUM_CORES = 4
export LEC_CHECK = 1
export CORE_UTILIZATION = 30
```
`flow/constraint.sdc`:
```
current_design pong_animated

set clk_period 5.7
set clk_io_pct 0.2

create_clock -name clk0 -period $clk_period [get_ports {clk}]

set non_clock_inputs [all_inputs -no_clocks]
set_input_delay [expr $clk_period * $clk_io_pct] -clock clk0 $non_clock_inputs
set_output_delay [expr $clk_period * $clk_io_pct] -clock clk0 [all_outputs]
```
==> impl_metrics.yaml <==
# implementation run metrics
critical_path:
  arrival_ns: 4.22
  crit_fanout: 4
  critPathCaptureType: "output pin"
  critPathKind: "in2out"
  start_kind: "input pin"
  cp.required_ns: 4.56
clock_tree:
  cts_resized: 0
  cts_setup_buffers: 0
  htree_levels: 2
  cts-hold-fix-buffers: 0
  clkTransAtPathRegs_ns: 0.05
  clock.latency.late_pin_ns: 0.27
  clock_sinks: 30
  clock_path_buffers: 2
  cts_root_buffer: "clkbuf_16"
  tritoncts: "yes"
  numCtsBuffers: 5
route:
  vias: 4107
  drt-total-wl_mm: 11.76
  diodes: 0
  drtIter0Drc: 264
  avgRoutedWirePerCell_um: 15.50
  drtPass1Iterations: 4
  avgViaCountPerCell: 5.411
  drc: 0
  drt.antenna.violating_nets: 0
sta:
  clock_skew_ns: 0.004787
  period_minus_slack_ns: 5.362
  tightest_slew_ns: 0.8743
  timing.final.hold_violations: 0
  slew_headroom_pct: 41.45
  setup_viol: 0
  setup_tns_ns: 0
  drv_slew: 0
  finalCritPeriodShare_pct: 94.08
  clock.fmax_ghz: 0.1865
  rsz0062_at_grt: "no"
yosys:
  yosys-top-cells-area: "ha_1 24%, dfrtp_1 12%, xnor2_1 5.3%"
  synth.distinct_cells: 70
  async_flop_share_pct: 100.0
  ys_seq_share_pct: 16.30
  ys_ff: 30
  synthFlopType: "dfrtp_1"
  ys_warn_count: 1
  synth-edff-count: 0
  synth_area_sq_mm: 0.004661
  yosysTopAreaCell: "ha_1"
  synth_stat.cells: 551
  yosys_area_sq_mm: 0.004661
  synthCells: 551
  synth_top_area_share_pct: 24.43
  avgSynthCellArea_sq_um: 8.459
finish:
  area_growth_pct: 13.80
  regArea_sq_um: 759.5
  final_cells: 759
  drive_gt1_share_pct: 5.429
  comb_area_sq_mm: 0.003626
  fillers: 1541
floorplanning:
  fp.dieH_um: 126.6
  die_w_um: 126.6
  pin_count: 37
  design.die.area_sq_mm: 0.01604
  coreArea_sq_mm: 0.01520
  placementRows: 45
  core_util_floorplan_pct: 30.66
flow_run:
  warnings: 32
  cap_violations: 0
grt:
  grt_pass1_wl_mm: 19.66
  gr-total-overflow: 0
  antenna_found_initial: 0
  grt_pass1_vias: 3901
  grt_use_total_pct: 15.43
  grt_max_degree: 31
placed_design:
  gp_congestion: 0.9496
  port_buffers: 36
  place_inst: 752
  dp_hpwl_mm: 9.204
power:
  p_leak_nw: 2.401
  ir_worst_vdd_v: 0.0001067
  power_density_mw_per_mm2: 113.4
hold_path:
  hold_path_class: "reg2reg"
status:
  status: "finished, final reports clean"
cells in the mapped netlist (all sizes together) (5+ instances only):
cell type	instances
dfrtp	23
nor2	18
xnor2	28
nand3	18
or3	5
clkbuf	9
nor2b	6
a21o	19
xor2	20
a211oi	7
ha	91
and3	6
o21a	5
buf	16
dfstp	7
a2111oi	5
nand2	44
a21oi	41
inv	37
o21ai	32
o211ai	7
nor3	12
xnor3	5
nand2b	10
nor4	8
nand4	13
worst paths after layout:
kind	start	to	slack (ns)	cells past startpoint
max reg2reg	paddle_top_reg[2]$_DFFE_PP1P_	paddle_top_reg[9]$_DFFE_PP0P_	1.95	13
min reg2reg	paddle_top_reg[4]$_DFFE_PP1P_	paddle_top_reg[4]$_DFFE_PP1P_	0.58	2
max	pixl_y[1]	RGB[10]	0.34	11
max in group asynchronous	reset	ball_x_reg[2]$_DFFE_PP1P_	4.11	3
min in group asynchronous	reset	paddle_top_reg[8]$_DFFE_PP0P_	1.26	3
min	paddle_top_reg[4]$_DFFE_PP1P_	paddle_top_reg[4]$_DFFE_PP1P_	0.58	2
critical path: stages:
cell	delay, ns
clkdlybuf4s50_1	0.56
inv_1	0.09
ha_1	0.31
nor2b_1	0.13
o21a_1	0.16
o21ai_0	0.14
nand2b_1	0.07
a2111oi_0	0.42
o21ai_0	0.18
a2111oi_2	0.46
clkdlybuf4s50_1	0.55
logic make-up (layout without fill, tap and decap cells):
family	count (synthesis)	in the layout	synth area share (%)
flip-flops	30	30	16.30
adder cells (fa/ha/maj)	94	94	25.72
AND-OR/OR-AND	152	152	21.69
multiplexers	3	3	0.6711
XOR/XNOR	53	53	11.60
AND/OR/NAND/NOR	157	157	18.12
buffers and inverters	62	82	5.906
final cells by class:
cell class | count | area share [%]
Clock inverter | 1 | 0.5662
Multi-Input combinational cell | 459 | 68.37
Inverter | 37 | 2.619
Timing Repair Buffer | 38 | 7.077
Clock buffer | 6 | 2.619
Tap cell | 188 | 4.435
Sequential cell | 30 | 14.32
metal layers:
metal / wire length [um] / part of all wire (%) / track usage [%] / vias to the layer above
li1: - / - / - / 2075
met1: 5674 / 48 / 22.39 / 1942
met2: 5472 / 47 / 25.61 / 80
met3: 463 / 3.9 / 1.977 / 10
met4: 150 / 1.3 / 1.630 / 0
met5: 0 / 0 / 0 / -
power by group:
part           switching, mW  internal [mW]
Sequential         0.0000386          0.214
Combinational         0.0439         0.0412
Clock                 0.0876          0.215
Total                  0.132          0.470
stage by stage:
stage / setup slack, ns / cell area, sq um / power, mW / hold WS, ns / util [%]
2_1_floorplan: 1.602 / 4661 / 0.2642 / 0.5173 / -
3_3_place_gp: 0.4631 / 5135 / 0.3001 / 0.5617 / 33.78
3_5_place_dp: 0.3522 / 5135 / 0.3017 / 0.5728 / 33.78
4_1_cts: 0.3392 / 5304 / 0.6085 / 0.5777 / 34.89
5_1_grt: 0.1453 / 5304 / 0.6288 / 0.6120 / 34.89
6_report: 0.3376 / 5304 / 0.6014 / 0.5760 / 34.89
cell usage in the layout (no fill, tap or decap), types with 9 or more instances in the layout:
master           netlist  layout
o21ai_0               28      28
nand3_1               18      18
dfrtp_1               23      23
xnor2_1               28      28
clkdlybuf4s50_1        0      36
nor3_1                 9       9
a21o_1                19      19
inv_1                 36      36
xor2_1                19      19
nand2b_1              10      10
nor2_1                18      18
nand4_1               13      13
ha_1                  91      91
a21oi_1               41      41
nand2_1               44      44
Power figures rest on the tool's default switching activity, not on a simulated workload.
